### design/flow/config.mk
export PLATFORM = sky130hd
export DESIGN_NAME = ALU
export DESIGN_NICKNAME = ALU
export VERILOG_FILES = /design/flow/design.v
export SDC_FILE = /design/flow/constraint.sdc
export NUM_CORES = 4
export LEC_CHECK = 1
export CORE_UTILIZATION = 30
### design/flow/run.sh
#!/bin/bash
# OpenROAD 26Q1-2900-gdf79404cd8, Yosys 0.63+post, stock flow scripts
make -C /OpenROAD-flow-scripts/flow DESIGN_CONFIG=/design/flow/config.mk WORK_HOME=/design/flow/orfs finish
### design/flow/design.v
module ALU #(parameter DATAWIDTH=8, FUNC = 4) 
(
input 										CLK,
input 										RST,
input		[DATAWIDTH-1:0] 				A,
input		[DATAWIDTH-1:0]					B,
input		[FUNC-1:0]						ALU_FUNC,
input										Enable,
output reg		[2*DATAWIDTH-1:0]				ALU_OUT,
output reg										OUT_VALID
);
reg 		[2*DATAWIDTH-1:0]				ALU_OUT_comb;
reg											OUT_VALID_comb;
parameter Addition=4'b0000, Subtraction =4'b0001, Multiplication=4'b010,Division=4'b011,AND =4'b100, OR = 4'b101, NAND = 4'b110, NOR = 4'b111, XOR = 4'b1000, XNOR=4'b1001 , CMPEQN = 4'b1010 , CMPGREATER=4'b1011 ,CMPSMALLER=4'b1100 , SHIFTLEFT=4'b1101 ,SHIFTRIGHT = 4'b1110;
always@(posedge CLK or negedge RST)
begin
		if(!RST) begin ALU_OUT<='b0; OUT_VALID<='b1;   end
		else begin  ALU_OUT<= ALU_OUT_comb; OUT_VALID<=OUT_VALID_comb;    end 
end
always@(*)
	begin
		 if(Enable) begin
		 OUT_VALID_comb<='b1;
			case(ALU_FUNC)
				Addition:					ALU_OUT_comb<= A+B;
				Subtraction:				ALU_OUT_comb<= A-B;
				Multiplication:				ALU_OUT_comb<= A*B;
				Division:					ALU_OUT_comb<= A/B;					
				AND:						ALU_OUT_comb<= A&B;
				OR:							ALU_OUT_comb<= A|B;
				NAND:						ALU_OUT_comb<= !(A&B);
				NOR:						ALU_OUT_comb<= !(A|B);
				XOR:						ALU_OUT_comb<= A^B;
				XNOR:						ALU_OUT_comb<= !(A^B);
				CMPEQN:						ALU_OUT_comb<= (A===B);
				CMPGREATER:		begin		if(A>B) ALU_OUT_comb<=2; else  ALU_OUT_comb<=0;  end
				CMPSMALLER:		begin		if(A<B) ALU_OUT_comb<=3; else  ALU_OUT_comb<=0;  end
				SHIFTLEFT:					ALU_OUT_comb<= A<<1;
				SHIFTRIGHT:					ALU_OUT_comb<= A>>1;
				default:					ALU_OUT_comb<=0; 
			endcase
		end
		else
		begin
		OUT_VALID_comb<='b0;
		end
	end
endmodule
### design/flow/constraint.sdc
current_design ALU

set clk_period 1.0
set clk_io_pct 0.2

create_clock -name clk0 -period $clk_period [get_ports {CLK}]

set non_clock_inputs [all_inputs -no_clocks]
set_input_delay [expr $clk_period * $clk_io_pct] -clock clk0 $non_clock_inputs
set_output_delay [expr $clk_period * $clk_io_pct] -clock clk0 [all_outputs]
==> run_results.csv <==
group,metric,value,unit
cells_and_area,final_util,33.9,%
sta,period_minus_slack,1030,ps
synthesis,ys_sh_mux,5.07,%
synthesis,synth.avg_cell_area,7.63,µm²
clock_tree,cts.reportedPaths.clkPinSlew,50,ps
power,power,34.3,mW
drt,dr.pass1.iters,5,
drt,viasPerCell,5.40,
synthesis,syn_inst,1285,
sta,max_slew_margin,38.2,%
clock_tree,numCtsBuffers,3,
clock_tree,cts_tree,"yes",
drt,wl,27800,µm
synthesis,ys_sh_xor,5.27,%
sta,tns,-27.1,ps
drt,ant_nets,0,
floorplan,io_pins,40,
critical_path,path_delay_family,"flip-flops",
sta,hold_viol_final,0,
synthesis,top_cells_by_count,"ha_1, nor2_1, nand2_1",
synthesis,logic_family,"adder cells",
synthesis,ys_sh_simple,21.6,%
clock_tree,cts_setup_buffers,0,
status,status,"finished with violations",
global_route,antenna_found_initial,0,
floorplan,fp.dieH,183,µm
placed_design,io_buffers,39,
sta,fin_crit_sh,103,%
synthesis,synth_flops,33,
critical_path,crit_required,800,ps
power,power_leakage,4.92,nW
global_route,grt_first_pass_wirelength,45300,µm
synthesis,largest_area_cell,"ha_1",
cells_and_area,layout-drive-gt1-share,7.60,%
synthesis,ys_sh_aoi,27.0,%
placed_design,place_worst_setup_slack,-145,ps
floorplan,die_x,183,µm
run,warning_count,47,
synthesis,topCellsByArea,"ha_1, fa_1, nor2_1, a21oi_1, nand2_1",
sta,untimed_endpoints,32,
power,max-vdd-ir-drop,2740,µV
synthesis,flop_cell,"dlxtp_1",
worst_hold_path,hp-class,"in2async",
cells_and_area,n_fill_cell,3326,
synthesis,ys_warn_count,1,
sta,rsz0062_at_grt,"yes",
sta,setup_ws,-27.1,ps
floorplan,fp-row-count,65,
sta,unclocked_pins,16,
critical_path,cp_slowest_cell,"dfstp_2",
drt,drcViolationCount,0,
drt,antennaDiodeCount,0,
synthesis,syn-cell-area,9810,µm²
synthesis,ys_area,9810,µm²
drt,via_count,9459,
synthesis,synth-edff-count,0,
synthesis,async_flop_share,51.5,%
global_route,gr-total-overflow,0,
synthesis,ys_cells,1285,
synthesis,synth_cell_types,91,
clock_tree,postCtsResizedCells,35,
clock_tree,clock-root-buffer,"clkbuf_16",
cells_and_area,synthToLayoutAreaGrowth,10.2,%
critical_path,critical_path_arrival,830,ps
sta,fmax,974,MHz
power,power_density,3170,nW/µm²
placed_design,place.gp.congestion,0.984,
floorplan,dieArea,33400,µm²
critical_path,crit_buf_inv,1,
status,violations,"negative setup slack",
sta,tightestPinTransition,924,ps
drt,drt_iter0_drc,721,
floorplan,initCoreUtil,30.8,%
critical_path,cpPeakStageDelay,510,ps
critical_path,path_cells,"buf_2",
sta,setup_viol,1,
floorplan,core,31900,µm²
synthesis,fa_ha_area_share,28.6,%
critical_path,critPathCaptureType,"output pin",
critical_path,crit_fanout,1,
global_route,grt_usage,17.0,%
global_route,first_global_vias,8616,
run,drv_cap,0,
critical_path,critPathKind,"reg2out",
synthesis,netlist.area_leader.share,20.8,%
clock_tree,ctsHtreeMaxLevel,1,
critical_path,cp-start-kind,"flip-flop",
sta,report.final.slew_viol_count,0,
global_route,grt_max_degree,30,
placed_design,dp_hpwl,22500,µm
clock_tree,cts_hold_buf,0,
clock_tree,clockBufferDepth,2,
synthesis,synth_top_cell_by_count,"ha_1",
drt,post_drt_wl_per_cell,15.9,µm
[power breakdown]
part / leakage, nW / switching [mW] / internal [mW]
logic: 4.54 / 17.6 / 14.9
clock network: 0.0382 / 0.227 / 0.538
registers: 0.339 / 0.0394 / 0.905
total: 4.92 / 17.9 / 16.4
[flip-flops by register name, indices dropped and copies added, names as in the netlist]
signal / count
OUT_VALID: 1
ALU_OUT: 16
ALU_OUT_comb: 16
[placed cells by master, fill, tap and decap left out, types with 16 or more instances in the layout]
cell / netlist / final
xnor2_1: 39 / 39
o21a_1: 36 / 36
xor2_1: 20 / 20
a31oi_1: 21 / 21
inv_1: 102 / 102
nor2_1: 134 / 134
o21ai_0: 45 / 45
clkdlybuf4s50_1: 0 / 22
buf_4: 2 / 19
ha_1: 163 / 163
dlxtp_1: 16 / 16
a21oi_1: 83 / 83
or3_1: 17 / 17
nor3_1: 51 / 51
mux2_2: 34 / 34
dfrtp_1: 16 / 16
nand2_1: 108 / 108
fa_1: 38 / 38
a21o_1: 26 / 26
nand3_1: 21 / 21
[logic make-up (layout without fill, tap and decap cells)]
logic type	after synthesis	after routing
AND/OR/NAND/NOR	435	435
AND-OR/OR-AND	370	370
adder cells (fa/ha/maj)	201	201
buffers and inverters	141	165
XOR/XNOR	59	59
multiplexers	45	45
flip-flops	17	17
latches	16	16
other	1	8
[area by class of cell]
class	count	area, µm²	area share (%)
well taps	435	544	5.04
multi-input cells	1118	8610	79.7
clock buffers	4	78.8	0.729
inverters	103	387	3.58
flip-flops and latches	33	667	6.17
repair buffers	58	518	4.79
[per-layer routing]
metal,global-route usage [%],vias up,routed length (µm)
met3,2.04,21,1580
met2,26.8,240,12300
met4,2.13,0,376
met1,25.9,4390,13500
li1,-,4808,-
met5,0,-,0
[final timing paths]
| check | to | slack [ps] | from | cells after the start |
|---|---|---|---|---|
| setup / recovery | OUT_VALID | -30 | OUT_VALID$_DFF_PN1_ | 1 |
| hold / removal | ALU_OUT[8]$_DFF_PN0_ | 200 | RST | 1 |
| max in group asynchronous | ALU_OUT[5]$_DFF_PN0_ | 440 | RST | 2 |
| min in group clk0 | OUT_VALID$_DFF_PN1_ | 480 | Enable | 1 |
[per-stage QoR]
step / hold slack [ps] / std cells / area [µm²]
after floorplan: -95.6 / 1292 / 9830
after global placement: 446 / 1747 / 10700
after detailed placement: 450 / 1747 / 10700
after CTS: 197 / 1751 / 10800
after global routing: 208 / 1751 / 10800
final: 196 / 1751 / 10800
Power figures rest on the tool's default switching activity, not on a simulated workload.
