==> /design/flow/run.sh <==
#!/bin/bash
# OpenROAD 26Q1-2900-gdf79404cd8, Yosys 0.63+post, stock flow scripts
make -C /OpenROAD-flow-scripts/flow DESIGN_CONFIG=/design/flow/config.mk WORK_HOME=/design/flow/orfs finish
==> /design/flow/config.mk <==
export PLATFORM = sky130hd
export DESIGN_NAME = RegFile
export DESIGN_NICKNAME = RegFile
export VERILOG_FILES = /design/flow/design.v
export SDC_FILE = /design/flow/constraint.sdc
export NUM_CORES = 4
export LEC_CHECK = 1
export CORE_UTILIZATION = 50
==> /design/flow/constraint.sdc <==
current_design RegFile

set clk_period 2.7
set clk_io_pct 0.2

create_clock -name clk0 -period $clk_period [get_ports {CLK}]

set non_clock_inputs [all_inputs -no_clocks]
set_input_delay [expr $clk_period * $clk_io_pct] -clock clk0 $non_clock_inputs
set_output_delay [expr $clk_period * $clk_io_pct] -clock clk0 [all_outputs]
==> /design/flow/design.v <==
module RegFile#(parameter DATAWIDTH=8,DEPTH = 16, ADDR = 4  ) 
(
input wire CLK,
input wire RST,
input wire [ADDR-1:0] Address,
input wire WrEn,
input wire RdEn,
input wire [DATAWIDTH-1:0]  WrData,
output reg [DATAWIDTH-1:0] RdData,
output reg RdData_Valid,
output wire[DATAWIDTH-1:0] REG0,
output wire[DATAWIDTH-1:0] REG1,
output wire[DATAWIDTH-1:0] REG2,
output wire[DATAWIDTH-1:0] REG3
);
reg [DATAWIDTH-1:0] RegArray [DEPTH-1:0];
integer I;
always@(posedge CLK or negedge RST)
begin
if(!RST) begin
 RdData<= 'b0;
  RdData_Valid <= 'b0; 
 for(I=0;I<DEPTH;I=I+1) 
 begin
  if(I==2)
 RegArray[I]<= 'b001000_01 ;
  else if(I ==3)
 RegArray[I] <= 'b0000_1000 ; 
  else 
RegArray[I] <= 'b0; 
  end
end
else if(WrEn & !RdEn) begin RegArray[Address]<= WrData; end
else if(!WrEn & RdEn) 
begin 
RdData<= RegArray[Address]; 
RdData_Valid <= 'b1; 
end
else begin RdData_Valid <= 'b0; end
end
assign REG0 = RegArray[0];
assign REG1 = RegArray[1];
assign REG2 = RegArray[2];
assign REG3 = RegArray[3];
endmodule
==> metrics.yaml <==
r2r_start: "RegArray[9][5]"
portBuffers: 56
openroad.warnings: 25
clockPowerShare_pct: 39.4
synth_cell_type_count: 49
die_width_um: 118
synth.avg_cell_area_um2: 12.9
fp_util_pct: 52.1
ir_worst_vdd_mv: 0.645
drt-initial-drc-count: 256
row_count: 41
fmax_ghz: 0.479
fillers: 963
layout_top_cells: "dfrtp_1 (134), mux2_2 (97), clkdlybuf4s50_1 (53)"
synthArstFlopShare_pct: 100
layout.cells.most_common: "dfrtp_1"
synth_area_mm2: 0.00669
power_density_mw_per_mm2: 751
gp_congestion: 0.911
path_clk_slew_ns: 0.06
status: "complete, no violations"
arrival_ns: 2.37
ys.flops: 137
drive_above_1_share_pct: 34.7
power_frac_comb_pct: 16.4
finalSetupViolCount: 0
logic_area_mm2: 0.00302
use_met2_pct: 39.9
setup_ws_ns: 0.611
yosysWarningCount: 2
whs_ns: 0.123
cts_sinks: 137
setup.worst_path.start_class: "input pin"
fin_setup_tns_ns: 0
grt_use_met1_pct: 41.7
drv_cap: 0
grt_pass1_vias: 4584
critPathCaptureType: "register"
hold_buffers: 0
reg2reg_setup_slack_ns: 1.05
yosysChipArea_mm2: 0.00669
clk_root_buffer_cell: "clkbuf_16"
totalPowerFinal_mw: 6.11
ys_cells: 517
io_pins: 57
die-area_mm2: 0.0138
drt_pass1_iterations: 4
grt_max_degree: 66
max_slew_margin_pct: 45.2
p_sw_mw: 1.43
power.share.switching_pct: 23.4
dp_slack_ns: 0.212
chipHeight_um: 118
worstPathRequired_ns: 2.99
p_leak_nw: 3.57
ant_nets: 0
crit_path_start: "Address[0]"
netlist_instances: 517
clk_path_buf_depth: 2
r2r.worst_path.cells: 4
rsz0062_at_grt: "false"
synth_seq_share_pct: 51.3
post_drt_wl_per_cell_um: 21.6
dr_total_vias: 4443
wl_um: 16600
ctsResizeCount: 0
edf_count: 0
cp_max_fo: 34
grt-ovfl-total: 0
grt_pass1_wl_um: 26700
utilization_pct: 63.5
synth-main-ff-cell: "dfrtp_1"
avgViaCountPerCell: 5.78
antenna_found_initial: 0
path_class: "input pin to register"
clock_skew_ns: 0.00543
htree_levels: 4
postCtsSetupBuffers: 0
regArea_mm2: 0.00343
clk_latency_ns: 0.41
slew_violations: 0
r2r_end: "RdData[5]"
cts_tree: "built"
design.core.area_mm2: 0.0128
met3_usage_pct: 6.52
busiest_layer: "met1"
pwr-share-seq_pct: 44.2
grt_usage_pct: 26.5
numCtsBuffers: 17
area_growth_pct: 21.8
min_period_ns: 2.09
hpwlAfterDp_um: 11100
hold_path_class: "input pin to async pin"
internal_power_mw: 4.69
drc: 0
antennaDiodeCount: 0
period_used_pct: 77.4
tightestPinTransition_ns: 0.819
finalHoldViolations: 0
==> state kept, by name, indices dropped and copies added (netlist names) <==
| signal | flops |
|---|---|
| RdData_Valid | 1 |
| RegArray | 128 |
| RdData | 8 |
==> metrics by stage <==
stage               cell area [µm²]  cells
finish                         8150    769
global route                   8150    769
CTS                            8150    769
detailed placement             7530    737
global placement               7530    737
floorplan                      6690    517
==> power by group through the flow <==
| stage | clock, mW | sequential, mW | combinational, mW |
|---|---|---|---|
| 6_report | 2.41 | 2.70 | 1.00 |
| 5_1_grt | 2.54 | 2.75 | 1.10 |
| 4_1_cts | 2.45 | 2.70 | 1.02 |
==> kinds of logic (layout without fill, tap and decap cells) <==
group / Yosys count / after routing / synth area share [%]
compound gates: 89 / 89 / 9.34
buf+inv: 46 / 126 / 3.57
flops: 137 / 137 / 51.3
mux: 133 / 133 / 23.7
simple gates: 112 / 112 / 12.0
==> Yosys cell counts, drive strengths merged, types with 8 or more instances <==
master  instances  area share, %
o22ai          16            1.5
a31oi          10           0.94
dfrtp         134             50
buf            23            2.3
mux2i           9            1.3
nor2b           9           0.84
mux2          123             22
nand3b         30            3.4
o21ai          10           0.75
nand3          11           0.90
a21oi          15            1.1
nand2          32            2.7
a22o           13            1.7
a221oi          8            1.0
clkbuf         14           0.80
inv             9           0.51
==> worst max path at each step <==
stage | end | cells after the start
4_1_cts | RdData[1] | 7
5_1_grt | RdData[2] | 7
6_report | RdData[1] | 7
==> worst max-delay path, stage by stage <==
cell and delay, ns:
clkdlybuf4s50_1 0.50, buf_12 0.19, nand4b_1 0.34, o22ai_1 0.16
nor4_1 0.37, buf_4 0.19, a31oi_1 0.06
==> routing by layer <==
layer,vias up,routed length (µm)
met5,-,0
met4,0,237
met3,17,1050
met2,141,7700
met1,2241,7640
li1,2044,-
==> final cells by class <==
class | instances | share of cell area, %
Clock buffer | 24 | 5.79
Clock inverter | 8 | 1.78
Inverter | 9 | 0.415
Multi-Input combinational cell | 334 | 37.0
Sequential cell | 137 | 42.1
Tap cell | 172 | 2.64
Timing Repair Buffer | 85 | 10.2
Power and IR drop assume default switching activity.
